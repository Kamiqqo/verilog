File: flow/config.mk
export PLATFORM = sky130hd
export DESIGN_NAME = ANALIZATOR_SEQ
export DESIGN_NICKNAME = ANALIZATOR_SEQ
export VERILOG_FILES = /design/flow/design.v
export SDC_FILE = /design/flow/constraint.sdc
export NUM_CORES = 4
export LEC_CHECK = 1
export CORE_UTILIZATION = 30
File: flow/constraint.sdc
current_design ANALIZATOR_SEQ

set clk_period 2.5
set clk_io_pct 0.2

create_clock -name clk0 -period $clk_period [get_ports {CLK}]

set non_clock_inputs [all_inputs -no_clocks]
set_input_delay [expr $clk_period * $clk_io_pct] -clock clk0 $non_clock_inputs
set_output_delay [expr $clk_period * $clk_io_pct] -clock clk0 [all_outputs]
File: flow/design.v
module ANALIZATOR_SEQ ( 
  input CLK, RST, 
  input CE, 
  input [3:0] DAT_I, 
  output reg [15:0] LED, 
  output [7:0] NOM_BLANK 
); 
reg [4:0] STATE; 
reg [15:0] NOM; 
assign NOM_BLANK = NOM[7:0]; 
always@(posedge CLK, posedge RST) 
    begin 
        if(RST) 
            begin 
                STATE <= 5'd0; 
                NOM <= 16'h0000; 
            end 
        else if(~RST) 
            begin 
                case(STATE) 
                    5'd0:  
                        if(CE)  
                            begin 
                                if(DAT_I == 4) 
                                    begin 
                                        STATE <= 5'd1; 
                                        NOM <= 16'b1; 
                                    end 
                                else begin 
                                    STATE <= 5'd0; 
                                    NOM <= 16'b0; 
                                end 
                            end 
                    5'd1: 
                        if(CE) 
                            begin 
                                if(DAT_I == 7) 
                                    begin 
                                        STATE <= 5'd2; 
                                        NOM <= 16'h2; 
                                    end 
                                else begin 
                                    STATE <= 5'd0; 
                                    NOM <= 16'b0; 
                                end 
                            end 
                    5'd2: 
                        if(CE) 
                            begin 
                                if(DAT_I == 4'hC) 
                                    begin 
                                        STATE <= 5'd3; 
                                        NOM <= 16'h3; 
                                    end 
                                else begin 
                                    STATE <= 5'd0; 
                                    NOM <= 16'b0; 
                                end 
                            end 
                     5'd3: 
                        if(CE) 
                            begin 
                                if(DAT_I == 5) 
                                    begin 
                                        STATE <= 5'd4; 
                                        NOM <= 16'h4; 
                                    end 
                                else begin 
                                    STATE <= 5'd0; 
                                    NOM <= 16'b0; 
                                end 
                            end 
                     5'd4:                        if(CE) 
                            begin 
                                if(DAT_I == 3) 
                                    begin 
                                        STATE <= 5'd5; 
                                        NOM <= 16'h5; 
                                    end 
                                else begin 
                                    STATE <= 5'd0; 
                                    NOM <= 16'b0; 
                                end 
                             end 
                     5'd5: 
                        if(CE) 
                            begin 
                                if(DAT_I == 2) 
                                    begin 
                                        STATE <= 5'd6; 
                                        NOM <= 16'h6; 
                                    end 
                                else begin 
                                    STATE <= 5'd0; 
                                    NOM <= 16'b0; 
                                end 
                             end 
                     5'd6: 
                        if(CE) 
                            begin 
                                if(DAT_I == 4'hF) 
                                    begin 
                                        STATE <= 5'd7; 
                                        NOM <= 16'h7; 
                                    end 
                                else begin 
                                    STATE <= 5'd0; 
                                    NOM <= 16'b0; 
                                end 
                             end 
                     5'd7: 
                        if(CE) 
                            begin 
                                if(DAT_I == 3) 
                                    begin 
                                        STATE <= 5'd8; 
                                        NOM <= 16'h8; 
                                    end 
                                else begin 
                                    STATE <= 5'd0; 
                                    NOM <= 16'b0; 
                                end 
                             end 
                     5'd8:                        if(CE) 
                            begin 
                                if(DAT_I == 5) 
                                    begin 
                                        STATE <= 5'd9; 
                                        NOM <= 16'h9; 
                                    end 
                                else begin 
                                    STATE <= 5'd0; 
                                    NOM <= 16'b0; 
                                end 
                             end 
                     5'd9: 
                        if(CE) 
                            begin 
                                if(DAT_I == 9) 
                                    begin 
                                        STATE <= 5'd10; 
                                        NOM <= 16'h10; 
                                    end 
                                else begin 
                                    STATE <= 5'd0; 
                                    NOM <= 16'b0; 
                                end 
                             end 
                     5'd10: 
                        if(CE) 
                            begin 
                                if(DAT_I == 2) 
                                    begin 
                                        STATE <= 5'd11; 
                                        NOM <= 16'h11; 
                                    end 
                                else begin 
                                    STATE <= 5'd0; 
                                    NOM <= 16'b0; 
                                end 
                             end 
                     5'd11: 
                        if(CE) 
                            begin 
                                if(DAT_I == 4'hA) 
                                    begin 
                                        STATE <= 5'd12; 
                                        NOM <= 16'h12; 
                                    end 
                                else begin 
                                    STATE <= 5'd0; 
                                    NOM <= 16'b0; 
                                end 
                             end 
                     5'd12:                        if(CE) 
                            begin 
                                if(DAT_I == 3) 
                                    begin 
                                        STATE <= 5'd13; 
                                        NOM <= 16'h13; 
                                    end 
                                else begin 
                                    STATE <= 5'd0; 
                                    NOM <= 16'b0; 
                                end 
                             end 
                     5'd13: 
                        if(CE) 
                            begin 
                                if(DAT_I == 4'hB) 
                                    begin 
                                        STATE <= 5'd14; 
                                        NOM <= 16'h14; 
                                    end 
                                else begin 
                                    STATE <= 5'd0; 
                                    NOM <= 16'b0; 
                                end 
                             end 
                     5'd14: 
                        if(CE) 
                            begin 
                                if(DAT_I == 4'h4) 
                                    begin 
                                        STATE <= 5'd15; 
                                        NOM <= 16'h15; 
                                    end 
                                else begin 
                                    STATE <= 5'd0; 
                                    NOM <= 16'b0; 
                                end 
                             end 
                     5'd15: 
                        if(CE) 
                            begin 
                                if(DAT_I == 4'hB) 
                                    begin 
                                        STATE <= 5'd16; 
                                        NOM <= 16'h16; 
                                    end 
                                else begin 
                                    STATE <= 5'd0; 
                                    NOM <= 16'b0; 
                                end 
                             end 
                     5'd16:                        if(CE) 
                            begin 
                                begin 
                                    STATE <= 5'd0; 
                                    NOM <= 16'h16; 
                                end 
                             end 
                     default: 
                        begin 
                            STATE <= 5'd0; 
                            NOM <= 16'h0; 
                        end 
                endcase 
                case(NOM) 
                    16'h0: LED <= 16'b0000000000000000; 
                    16'h1: LED <= 16'b0000000000000001; 
                    16'h2: LED <= 16'b0000000000000011; 
                    16'h3: LED <= 16'b0000000000000111; 
                    16'h4: LED <= 16'b0000000000001111; 
                    16'h5: LED <= 16'b0000000000011111; 
                    16'h6: LED <= 16'b0000000000111111; 
                    16'h7: LED <= 16'b0000000001111111; 
                    16'h8: LED <= 16'b0000000011111111; 
                    16'h9: LED <= 16'b0000000111111111; 
                    16'h10: LED <= 16'b0000001111111111; 
                    16'h11: LED <= 16'b0000011111111111; 
                    16'h12: LED <= 16'b0000111111111111; 
                    16'h13: LED <= 16'b0001111111111111; 
                    16'h14: LED <= 16'b0011111111111111; 
                    16'h15: LED <= 16'b0111111111111111; 
                    16'h16: LED <= 16'b1111111111111111; 
                    default: LED <= 0; 
                endcase 
            end 
    end 
endmodule 
File: flow/run.sh
#!/bin/bash
# OpenROAD 26Q1-2900-gdf79404cd8, Yosys 0.63+post, stock flow scripts
make -C /OpenROAD-flow-scripts/flow DESIGN_CONFIG=/design/flow/config.mk WORK_HOME=/design/flow/orfs finish
==> results.sh <==
# yosys + openroad results
export IMPL_status="finished, final reports clean"
export IMPL_avgRoutedWirePerCell_um=14.0
export IMPL_drt_iter0_drc=72
export IMPL_port_buffers=27
export IMPL_cts_buffers=5
export IMPL_dp_hpwl_mm=3.40
export IMPL_synth_area_sq_um=2050
export IMPL_drv_slew=0
export IMPL_ys_cells=217
export IMPL_clk_latency_ns=0.29
export IMPL_row_count=29
export IMPL_ys_flops=38
export IMPL_cp_arrival_ns=2.24
export IMPL_drive_gt1_share_pct=10.7
export IMPL_crit_slowest_cell="clkdlybuf4s50_1"
export IMPL_p_leak_nw=1.02
export IMPL_ios=31
export IMPL_r2r_setup_slack_ns=0.84
export IMPL_initCoreUtil_pct=31.7
export IMPL_cts_max_level=2
export IMPL_hp_class="reg -> reg"
export IMPL_pre_cts_ws_ns=0.103
export IMPL_clk_pin_slew_ns=0.08
export IMPL_lay_top_cells="nand2_1 (40), clkdlybuf4s50_1 (27), dfrtp_1 (21), nor2_1 (21)"
export IMPL_postCtsHoldBufs=0
export IMPL_synth_cells=217
export IMPL_period_needed_ns=2.06
export IMPL_drc=0
export IMPL_p_clk_share_pct=33.7
export IMPL_p_sw_share_pct=24.1
export IMPL_via_count=1685
export IMPL_finalSetupViolCount=0
export IMPL_syn_avg_cell_area_sq_um=9.44
export IMPL_ys_sh_mux_pct=1.04
export IMPL_synth_edff_count=16
export IMPL_diodes=0
export IMPL_top_logic_kind="simple AND/OR/NAND/NOR gates"
export IMPL_synth_main_ff_cell="dfrtp_1"
export IMPL_power_mw=1.21
export IMPL_xor_share_pct=0
export IMPL_die_area_sq_um=7170
export IMPL_power_density_nw_per_um2=480
export IMPL_cts_tree="yes"
export IMPL_root_buffer="clkbuf_8"
export IMPL_clock_sinks=38
export IMPL_finalSetupTns_ns=0
export IMPL_drt_first_pass_iters=12
export IMPL_cp_cell_sequence="clkdlybuf4s50_1 > nand2b_1 > nor3_2 > a221oi_2 > o311ai_1 > a22o_1"
export IMPL_path_class="in -> reg"
export IMPL_fin_cells=329
export IMPL_synthSimpleGateAreaFrac_pct=24.0
export IMPL_internal_power_mw=0.915
export IMPL_cap_violations=0
export IMPL_areaGrowthSynthToFinish_pct=22.6
export IMPL_p_seq_share_pct=56.2
export IMPL_routabilityCongestion=0.903
export IMPL_core_area_sq_um=6460
export IMPL_timing_final_crit_share_pct=82.3
export IMPL_final_setup_worst_slack_ns=0.443
export IMPL_critPathLaunchType="input pin"
export IMPL_antenna_found_initial=0
export IMPL_aoi_share_pct=16.3
export IMPL_postCtsSetupBuffers=0
export IMPL_endpoint_kind="flip-flop"
export IMPL_crit_fanout=11
export IMPL_grt_pass1_vias=1578
export IMPL_pwr_share_comb_pct=10.1
export IMPL_holdWs_ns=0.500
export IMPL_cts_buffer_depth=2
export IMPL_ys_sh_adder_pct=2.44
export IMPL_die_y_um=84.7
export IMPL_route_antenna_remaining_nets=0
export IMPL_synth_area_yosys_sq_um=2050
export IMPL_yosysUniqueCellTypes=50
export IMPL_grt_pass1_wl_mm=7.71
export IMPL_peakVddDrop_mv=0.191
export IMPL_synth_warnings=1
export IMPL_fp_dieW_um=84.7
export IMPL_fin_skew_ns=0.00488
export IMPL_grt_start_max_net_pins=40
export IMPL_postSynthSeqShare_pct=50.4
export IMPL_lay_top_count="nand2_1"
export IMPL_drt_wl_total_mm=4.60
export IMPL_log_warning_count=28
export IMPL_grt_ovfl_total=0
export IMPL_hold_violations=0
export IMPL_max_freq_mhz=486
export IMPL_synthArstFlopShare_pct=57.9
export IMPL_crit_required_ns=2.68
export IMPL_track_usage_pct=13.8
export IMPL_grt_setup_unrepaired="no"
export IMPL_post_cts_resized=0
export IMPL_p_sw_mw=0.291
export IMPL_viasPerCell=5.12
export IMPL_slowest_delay_ns=0.68
export IMPL_dp_cells=321
==> worst max-delay path, delay by kind of cell <==
family | cells | cell delay [ns]
compound gates | 3 | 0.71
buf+inv | 1 | 0.68
simple gates | 2 | 0.34
==> layer usage <==
metal	wire [um]	up-vias	share of wire, %	track usage (%)
met2	2220	41	48	23.1
met5	0	-	0	0
met3	177	7	3.8	2.19
met1	2150	792	47	20.3
met4	57	0	1.2	1.54
li1	-	845	-	-
==> kinds of logic (layout without fill, tap and decap cells) <==
| kind of cell | after synthesis | in the layout |
|---|---|---|
| buffers and inverters | 22 | 55 |
| and+or+nand+nor | 101 | 101 |
| other | 1 | 3 |
| muxes | 2 | 2 |
| DFF | 38 | 38 |
| AOI/OAI and AO/OA | 49 | 49 |
| adders and majority gates | 4 | 4 |
==> through the flow <==
stage / instance area [sq um] / utilization [%]
5_1_grt: 2510 / 38.9
4_1_cts: 2510 / 38.9
3_5_place_dp: 2430 / 37.6
3_3_place_gp: 2430 / 37.6
6_report: 2510 / 38.9
2_1_floorplan: 2060 / -
==> power by group through the flow <==
stage / sequential, mW / combinational (mW) / clock, mW
5_1_grt: 0.679 / 0.136 / 0.446
6_report: 0.678 / 0.121 / 0.407
4_1_cts: 0.678 / 0.122 / 0.423
==> sequential cells by signal (all words and copies together), names as in the netlist <==
register,count
LED,16
STATE,17
NOM,5
==> final timing paths <==
path                                from       end  cells after the start
worst min register to register  STATE[0]  STATE[0]                      2
max in group asynchronous            RST  STATE[0]                      3
min in group asynchronous            RST  STATE[3]                      3
worst max register to register    NOM[4]    LED[0]                      4
worst max-delay path            DAT_I[3]    NOM[4]                      6
worst min-delay path            STATE[0]  STATE[0]                      2
==> area by class of cell <==
class / instances / area, sq um
fill: 651 / 3950
timing repair buffer: 39 / 360
sequential: 38 / 1030
tap: 77 / 96.3
clock buffer: 5 / 68.8
clock inverter: 3 / 16.3
multi-input combinational: 159 / 908
inverter: 8 / 30.0
==> cell usage after synthesis (2+ instances only) <==
cell type	n	area share, %
nand3b_1	5	1.8
and3_1	2	0.61
nor2_1	21	3.8
inv_1	7	1.3
o21ai_0	16	3.9
clkbuf_1	5	0.92
buf_4	4	1.5
o31ai_1	3	1.1
a21oi_1	5	1.2
buf_6	2	1.1
a32oi_1	2	0.85
nor4_1	2	0.61
buf_2	3	0.73
nor2b_1	6	1.8
nand3_1	4	0.98
ha_1	4	2.4
a31o_1	2	0.85
nand4_1	4	1.2
o22ai_1	4	1.2
nand2b_1	5	1.5
a22o_1	4	1.7
nor3_1	5	1.2
edfxtp_1	16	23
nand2_1	40	7.3
dfrtp_1	21	26
Power is estimated from default activity; no workload was simulated.
