### run.sh
#!/bin/bash
# OpenROAD 26Q1-2900-gdf79404cd8, Yosys 0.63+post, stock flow scripts
make -C /OpenROAD-flow-scripts/flow DESIGN_CONFIG=/design/flow/config.mk WORK_HOME=/design/flow/orfs finish
### config.mk
export PLATFORM = sky130hd
export DESIGN_NAME = SevenSegmentLED
export DESIGN_NICKNAME = SevenSegmentLED
export VERILOG_FILES = /design/flow/design.v
export SDC_FILE = /design/flow/constraint.sdc
export NUM_CORES = 4
export LEC_CHECK = 1
export CORE_AREA = 10 10 110 110
export DIE_AREA = 0 0 120 120
### constraint.sdc
current_design SevenSegmentLED

set clk_period 3.6
set clk_io_pct 0.2

create_clock -name clk0 -period $clk_period [get_ports {clk}]

set non_clock_inputs [all_inputs -no_clocks]
set_input_delay [expr $clk_period * $clk_io_pct] -clock clk0 $non_clock_inputs
set_output_delay [expr $clk_period * $clk_io_pct] -clock clk0 [all_outputs]
### design.v
module SevenSegmentLED(
    input [7:0] AN_MASK,
    input [31:0] NUMBER,
    input clk,
    input RESET,
    output [7:0] AN,
    output reg[7:0] SEG
);
    wire[2:0] counter_res;
    count #(.mod(8), .step(1)) cntr(
        .clk(clk),
        .RE(RESET),
        .CE(1'b1),
        .dir(1'b0),
        .out(counter_res)
    );
    reg [7:0] AN_REG = 0;
    assign AN = AN_REG | AN_MASK;
    wire [3:0] NUMBER_SPLITTER[0:7];
    genvar i;
    generate
        for (i = 0; i < 8; i = i + 1)
        begin
            assign NUMBER_SPLITTER[i] = NUMBER[((i+1)*4-1)-:4];
        end
    endgenerate
    always @(posedge clk)
        begin
        if (RESET)
            SEG <= 8'b11111111;
        else
        begin
            case (NUMBER_SPLITTER[counter_res])
                4'h0: SEG <= 8'b11000000;
                4'h1: SEG <= 8'b11111001;
                4'h2: SEG <= 8'b10100100;
                4'h3: SEG <= 8'b10110000;
                4'h4: SEG <= 8'b10011001;
                4'h5: SEG <= 8'b10010010;
                4'h6: SEG <= 8'b10000010;
                4'h7: SEG <= 8'b11111000;
                4'h8: SEG <= 8'b10000000;
                4'h9: SEG <= 8'b10010000;
                4'ha: SEG <= 8'b10001000;
                4'hb: SEG <= 8'b10000011;
                4'hc: SEG <= 8'b11000110;
                4'hd: SEG <= 8'b10100001;
                4'he: SEG <= 8'b10000110;
                4'hf: SEG <= 8'b10001110;
                default: SEG <= 8'b11111111;
            endcase
            AN_REG = ~(8'b1 << counter_res);
        end
    end
endmodule
`timescale 1ns / 1ps
module count# (step = 1, mod = 16) (
    input clk,
    input dir,
    input RE,  
    input CE,  
    output reg [$clog2(mod) -1:0] out
);
    initial out  = 0;
    always@(posedge clk or posedge RE)
    begin
        if (RE)
            out <= 0;  
        else if (CE) begin
            if (dir == 0)
                out <= (out + step) % mod;
            else
                out <= (mod + out - step) % mod;
        end
    end
endmodule
==> flow_summary_export.csv <==
group,metric,value,unit
status,outcome,"finished clean",
route,detailedRoute.firstIterationViolations,39,
synthesis,top_cell_area_share,0.1986,
route,drt_first_pass_iters,4,
global_route,wire_length_of_the_first_global_routing_pass,6106,um
critical_path,critical_path.max_fanout,10,
cts,clock_latency,0.25,ns
cts,cts.repair.resized,0,
route,route.detailed.vias_per_inst,3.489,
floorplanning,chipWidth,120,um
place,gp_routability_congestion,0.8022,
floorplanning,rows,36,
synthesis,synth.top_cells.by_area,"sky130_fd_sc_hd__edfxtp_1 20%, sky130_fd_sc_hd__ha_1 12%, sky130_fd_sc_hd__dfxtp_1 12%",
critical_path,max_stage_delay,0.58,ns
final_timing,period_minus_slack,3.135,ns
critical_path,worst-endpoint-arrival,3.28,ns
layout,layout-drive-gt1-share,0.1307,
synthesis,synth_chip_area,1210,um2
critical_path,critPathMostFrequentCell,"sky130_fd_sc_hd__inv_1",
power_and_ir_drop,post-layout-total-power,473.7,uW
synthesis,netlist.top_cell.by_area,"sky130_fd_sc_hd__edfxtp_1",
route,wl_met2,1700,um
cts,cts-root-buf,"sky130_fd_sc_hd__clkbuf_8",
layout,instances_no_fill,309,
critical_path,startpoint_type,"flop",
route,detail_route.wirelength.met1,1914,um
route,routed-wl-met3,397,um
synthesis,synth.yosys.num_cells,120,
global_route,gr-total-overflow,0,
final_timing,hold-worst-slack,0.5059,ns
synthesis,most_common_flop_cell_mapped_by_yosys,"sky130_fd_sc_hd__edfxtp_1",
critical_path,crit_family,"simple AND/OR/NAND/NOR gates",
hold_path,hp-class,"reg -> reg",
cts,clk_transition_reported_paths,0.07,ns
critical_path,crit_type,"reg -> reg",
floorplanning,core-area,9774,um2
final_timing,finalSetupViolations,0,
final_timing,hold_viol_final,0,
floorplanning,pin_count,58,
critical_path,timing.critical_path.slowest_stage_cell,"sky130_fd_sc_hd__or4_4",
final_timing,achievable-frequency,318.9,MHz
cts,cts_sinks,18,
synthesis,yosys_warnings,2,
final_timing,slew-limit-headroom,0.5956,
global_route,initial_antenna_violation_count,1,
layout,register_area,455.4,um2
power_and_ir_drop,peakVddDrop,105.3,uV
final_timing,final.period_utilization,0.8709,
route,postRouteAntennaNets,0,
cts,holdBufCountCts,0,
global_route,pin_count_of_the_biggest_net_entering_global_routing,18,
layout,combGateArea,673.1,um2
layout,area_delta_synth_final,61.74,%
layout,final.fill_count,1074,
synthesis,synth_flops,18,
global_route,grtUsageTotal,0.05331,
place,port-buffer-count,56,
cts,htree_num_levels,1,
synthesis,synthesis.area,1210,um2
route,drc,0,
route,dr_total_vias,1078,
critical_path,worstPathBufferInverterCount,3,
cts,tritoncts.num_buffers,3,
final_timing,fin_ws,0.4646,ns
final_timing,timing.final.max_slew_violations,0,
final_timing,worst_pin_slew,0.6060,ns
power_and_ir_drop,powerDensity,242.1,nW/um2
global_route,first_global_vias,1164,
floorplanning,fp-utilization,0.1238,
cts,clk_path_buf_depth,2,
synthesis,gate_count_post_synth,120,
place,hpwlAfterDp,3415,um
synthesis,average_instance_area_after_synthesis,10.08,um2
critical_path,required,3.74,ns
synthesis,synth_cell_types,41,
critical_path,crit_path_cell_trace,"inv_1 -> ha_1 -> or4_4 -> nand2b_4 -> o22ai_1 -> inv_1 -> ha_1 -> inv_1 -> nor2_1 -> o32a_1",
flow_run,log.warning_count,34,
route,route.final.wire_length,4053,um
synthesis,yosys.stat.seqShare,0.3764,
final_timing,timing.clock.skew,0.001484,ns
flow_run,drv_cap,0,
route,topRoutingLayerUsed,"met5",
final_timing,rsz0062_at_grt,"no",
route,wl_per_cell,13.12,um
cts,cts_tree,"built",
synthesis,postSynth.asyncResetShare,0.1667,
place,dp_slack,0.5012,ns
floorplanning,floorplan.die_area,14400,um2
final_timing,finalSetupTns,0,ns
critical_path,worst_setup_path_end_kind,"flop",
power_and_ir_drop,cellLeakagePower,0.7209,nW
synthesis,enable_flop_cells,8,
place,dp.cells,305,
floorplanning,die_ht,120,um
cts,post_cts_buffers,0,
route,diodes,0,
-- state kept, by name, summed over array words and instances, names as in the netlist --
register	flops
cntr.out	3
SEG	7
AN_REG	8
-- where the power goes --
part           internal [mW]  leakage (nW)  switching [mW]
logic                 0.0732         0.519          0.0316
clock network         0.0757        0.0231          0.0672
registers              0.224         0.179         0.00241
total                  0.372         0.721           0.101
-- path summary, 6_finish.rpt --
check,endpoint,from,slack (ns),cells past startpoint
min in group asynchronous,cntr.out[2],RESET,0.96,2
min,cntr.out[0],cntr.out[0],0.51,1
min reg2reg,cntr.out[0],cntr.out[0],0.51,1
max reg2reg,SEG[3],cntr.out[2],0.46,10
max,SEG[3],cntr.out[2],0.46,10
max in group asynchronous,cntr.out[0],RESET,2.26,2
-- layer usage --
layer	vias to the layer above	GRT usage
li1	546	-
met1	485	0.07149
met2	41	0.08116
met3	4	0.02189
met4	2	0.006787
met5	-	0
-- synthesized netlist by cell type, drive strengths merged (2+ instances only) --
cell type / count
nand2: 9
or4: 2
mux2: 6
nand3: 3
o221ai: 2
nor3: 3
dfrtp: 3
a31o: 3
inv: 13
o21ai: 2
or2: 8
buf: 4
a31oi: 5
mux2i: 3
nor2: 3
a221oi: 2
ha: 12
edfxtp: 8
nand2b: 2
dfxtp: 7
a22o: 2
a22oi: 3
o311ai: 2
o22ai: 2
-- stage by stage --
stage / instance area [um2] / util
floorplan: 1210 / -
global placement: 1912 / 0.1956
detailed placement: 1912 / 0.1956
CTS: 1957 / 0.2002
global route: 1957 / 0.2002
finish: 1957 / 0.2002
-- cell usage in the layout, fill, tap and decap left out, types with 2 or more instances in the layout --
cell type	count
sky130_fd_sc_hd__clkdlybuf4s50_1	56
sky130_fd_sc_hd__inv_1	13
sky130_fd_sc_hd__edfxtp_1	8
sky130_fd_sc_hd__nand3_1	3
sky130_fd_sc_hd__a31o_2	2
sky130_fd_sc_hd__mux2i_1	3
sky130_fd_sc_hd__o21ai_0	2
sky130_fd_sc_hd__o221ai_1	2
sky130_fd_sc_hd__a31oi_1	4
sky130_fd_sc_hd__a22o_1	2
sky130_fd_sc_hd__clkbuf_8	3
sky130_fd_sc_hd__mux2_2	6
sky130_fd_sc_hd__nor2_1	3
sky130_fd_sc_hd__dfxtp_1	7
sky130_fd_sc_hd__a22oi_1	3
sky130_fd_sc_hd__a221oi_1	2
sky130_fd_sc_hd__o311ai_0	2
sky130_fd_sc_hd__nor3_1	3
sky130_fd_sc_hd__o22ai_1	2
sky130_fd_sc_hd__or2_2	8
sky130_fd_sc_hd__nand2_1	9
sky130_fd_sc_hd__ha_1	12
sky130_fd_sc_hd__dfrtp_1	3
-- cell families after synthesis --
logic type                 after synthesis  share of synthesized area
buffers and inverters                   18                    0.06722
DFF                                     18                     0.3764
adders and majority gates               12                     0.1241
muxes                                    9                    0.08066
and+or+nand+nor                         36                     0.1696
AOI/OAI and AO/OA                       25                     0.1717
other                                    1                   0.003099
xor gates and xnor gates                 1                   0.007240
-- cell type report --
cell class / count / area share
multi-input cells: 84 / 0.3440
clock inverters: 1 / 0.001918
repair buffers: 57 / 0.2903
clock buffers: 3 / 0.02110
inverters: 13 / 0.02494
flip-flops and latches: 18 / 0.2327
well taps: 133 / 0.08504
No activity file was given, so power comes from the tool's default toggle rates.
