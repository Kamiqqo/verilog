==> flow/config.mk <==
export PLATFORM = sky130hd
export DESIGN_NAME = SimpleFIFO
export DESIGN_NICKNAME = SimpleFIFO
export VERILOG_FILES = /design/flow/design.v
export SDC_FILE = /design/flow/constraint.sdc
export NUM_CORES = 4
export LEC_CHECK = 1
export CORE_UTILIZATION = 40
==> flow/constraint.sdc <==
current_design SimpleFIFO

set clk_period 2.0
set clk_io_pct 0.2

create_clock -name clk0 -period $clk_period [get_ports {clk}]

set non_clock_inputs [all_inputs -no_clocks]
set_input_delay [expr $clk_period * $clk_io_pct] -clock clk0 $non_clock_inputs
set_output_delay [expr $clk_period * $clk_io_pct] -clock clk0 [all_outputs]
==> flow/design.v <==
module SimpleFIFO #( 
 MEM_SIZE = 6,  
    DATA_SIZE = 4 
) 
( 
    input reset, 
    input clk, 
 input enable, 
    input read_mode, 
    input write_mode, 
    input [DATA_SIZE-1:0] data_in, 
    output reg [DATA_SIZE-1:0] data_out, 
    output reg full, 
    output reg empty, 
    output reg valid 
); 
reg [DATA_SIZE-1:0] mem [0:MEM_SIZE-1];        
reg [$clog2(MEM_SIZE)-1:0] write_pointer, write_pointer_next, 
write_pointer_succ;  
reg [$clog2(MEM_SIZE)-1:0] read_pointer, read_pointer_next, read_pointer_succ;  
reg full_next, empty_next; 
integer i; 
initial  
begin 
 write_pointer <= 0; 
 write_pointer_next <= 0; 
 write_pointer_succ <= 0; 
 read_pointer <= 0; 
 read_pointer_next <= 0; 
 read_pointer_succ <= 0; 
 full <= 0; 
 full_next <= 0; 
 empty <= 1; 
 empty_next <= 1; 
 valid <= 0; 
 data_out <= 0; 
 for(i = 0; i < MEM_SIZE; i = i + 1) 
  mem[i] <= {DATA_SIZE{1'b0}}; 
end 
always@(posedge clk) 
 if (enable && read_mode && !empty) 
 begin 
  data_out = mem[read_pointer]; 
  valid <= 1; 
    end 
    else  
        valid <= 0;     
always@(posedge clk) 
    if (enable && write_mode && !full)         
        mem[write_pointer] <= data_in; 
always @(posedge clk) begin 
    if (reset) 
        begin 
            write_pointer <= 0; 
            read_pointer <= 0; 
            full <= 0;     
            empty <= 1'b1;   
        end 
    else if (enable) 
        begin 
            write_pointer <= write_pointer_next; 
            read_pointer <= read_pointer_next; 
            full <= full_next; 
   empty <= empty_next;  
        end 
end  
always @* 
begin 
    write_pointer_succ = (write_pointer + 1) % MEM_SIZE; 
    read_pointer_succ = (read_pointer + 1) % MEM_SIZE; 
    write_pointer_next = write_pointer; 
 read_pointer_next = read_pointer; 
    full_next = full;  
    empty_next = empty; 
    case({write_mode, read_mode}) 
  2'b01:  
            if (!empty) 
                begin 
                    read_pointer_next = read_pointer_succ; 
                    full_next = 0; 
                    if (read_pointer_succ == write_pointer) 
                        empty_next = 1; 
                end        
        2'b10: 
            if (!full) 
                begin 
                    write_pointer_next = write_pointer_succ; 
                    empty_next = 0; 
                    if (write_pointer_succ == read_pointer) 
full_next = 1; 
                end       
2'b11: 
            begin 
            case ({full, empty}) 
                2'b10: 
                    begin
                        read_pointer_next = read_pointer_succ; 
                        full_next = 0; 
                        if (read_pointer_succ == write_pointer) 
                            empty_next = 1; 
                    end     
                2'b01: 
                    begin 
                        write_pointer_next = write_pointer_succ; 
                        empty_next = 0; 
                        if (write_pointer_succ == read_pointer) 
                            full_next = 1; 
                    end 
                default: 
                    begin 
                        write_pointer_next = write_pointer_succ; 
                        read_pointer_next = read_pointer_succ; 
                    end   
            endcase 
            end 
    endcase 
end 
endmodule 
==> flow/run.sh <==
#!/bin/bash
# OpenROAD 26Q1-2900-gdf79404cd8, Yosys 0.63+post, stock flow scripts
make -C /OpenROAD-flow-scripts/flow DESIGN_CONFIG=/design/flow/config.mk WORK_HOME=/design/flow/orfs finish
==> run summary <==
fresh numbers from the pnr run: Diodes inserted 0, count of tool warnings 27, Achievable Freq 547 MHz, count leader, synth edfxtp_1, CP max FO 8, leakage power 0.765 nW, Area contributors post-synth edfxtp_1 46%, dfxtp_1 9.8%, mux4_2 4.9%, mux2i_1 4.4%, a21oi_1 3.3%, ANT nets after route 0, Seq share, synth 55.7%, CTS buffer count 5, minimum clock period 1.83 ns, initial antenna violation count 0, met2 WL 1.44 mm, Final TNS setup 0 ns, Cell Area, Placed 2070 µm², CP max-delay cell ha_1, WS Path Type register to register, RD Place Congestion 0.869, clock transition at the registers of the reported paths 0.07 ns, Clock Sinks 37, Final Util 49.7%, Max Slew Vio Count 0, met1 wire length 1.60 mm, clock tree from TritonCTS done, clk buf depth 2, Worst R2R Path Depth 7, num ports 16, Min-Delay Endpoint full, top cells by count 28 x edfxtp_1, 12 x a21oi_1, 12 x nor2_1, WHS Path Cells 2, Cell Type Count 40, worst r2r dst full, Synth async-reset ratio 0%, clock tree root driver cell clkbuf_8, largest net degree at the start of global routing 16, Worst slew margin 64.0%, FP Rows 24, Place WS -0.0435 ns, syn_area_per_cell 12.4 µm², via count 1186, Worst Max-Slew Pin Slew 0.539 ns, crit path DRT 2.20 ns, chip area 4850 µm², r2r startpoint write_pointer[1], DR WL/cell 14.3 µm, Mapped Area 1830 µm², area of the core 4380 µm², Worst setup startpoint write_pointer[1], CP arrival 2.03 ns, Total Routing Usage GR 14.8%, Setup crit end kind register, Flop area 1020 µm², Cells after DPL 218, Remaining Overflow, GRT 0, area grow syn2layout 18.9%, ys flops 37, PostCTS Resize Cnt 0, Max-area cell share 45.9%, worst hold path class register to register, Vias/cell 5.25, starting density of the core 41.8%, die height 69.7 µm, ys cells 148, first-pass GRT wire length 5.40 mm, Combinational Area 734 µm², proportion of layout cells with a drive suffix above 1 16.7%, RSZ-0062 raised after global routing false, count of library flops with an enable pin 28, hold_buf cts 0, PortBufs 15, number of H-tree levels 2, post-DP HPWL 2.37 mm, DRC Markers 0, final setup violating endpoints 0, Worst setup SP type register, final hold violations 0, max cap viols 0, cycle use final 91.4%, vias in the first global route 1162, status finished, final reports clean, power density over the cells 750 nW/µm², Worst-Skew Late Latency 0.28 ns, met3 wire length 155 µm, Initial DRC Count 54, fin area 2180 µm², HP Start full, Critical Path Max Stage Delay 0.43 ns, maximum VDD drop 0.452 mV, DRT Pass-1 Iters 4, top cell family by delay on the critical path AND-OR/OR-AND gates, Worst Skew 0.00631 ns, cell type with the largest total area edfxtp_1, uppermost layer routed met4, post-CTS setup buffers 0, Worst Slack Setup Final 0.172 ns, Cells after Synth 148, die width 69.7 µm, crit path cell chain inv_1 > ha_1 > nand2b_2 > o22ai_1 > a211oi_2 > xor2_1 > a211oi_1, WP buf/inv 1, post-synth area from yosys stat 1830 µm², Non-Filler Instances 226, top flip-flop cell by instance count after synthesis edfxtp_1, flop2flop setup slack 0.17 ns, final WL 3.24 mm, Filler Cells Inserted 382, Ys Warns 1
## power by group
group	switching [mW]	leakage, nW	total (mW)	internal, mW
sequential	0.0113	0.326	0.855	0.843
clock	0.241	0.0528	0.609	0.368
combinational	0.0865	0.385	0.170	0.0836
total	0.339	0.765	1.63	1.29
## metrics by stage
stage                     hold slack (ns)  power, mW
after CTS                           0.584       1.65
after floorplan                     0.499      0.980
final                               0.589       1.63
after global routing                0.605       1.70
after detailed placement            0.572       1.04
after global placement              0.573       1.04
## flip-flops by register name (all words and copies together), names as in the netlist
name	count
read_pointer	3
valid	1
full	1
data_out	4
write_pointer	3
empty	1
mem	24
## how the worst max path moves through the flow
| stage | end | depth (start not counted) |
|---|---|---|
| CTS | full | 7 |
| global route | empty | 7 |
| finish | full | 7 |
## cell families after synthesis
family	synth area share [%]
and+or+nand+nor	11.3
DFF	55.7
AOI/OAI and AO/OA	12.2
buffers and inverters	4.44
muxes	9.29
xor gates and xnor gates	4.30
adders and majority gates	2.73
## worst register-to-register path, delay by kind of cell, from the launching register on
kind	cells	cell delay (ns)
xor gates and xnor gates	1	0.11
buffers and inverters	1	0.06
AOI/OAI and AO/OA	3	0.62
DFF	1	0.33
adders and majority gates	1	0.43
and+or+nand+nor	1	0.20
## cell usage in the layout (no fill, tap or decap), types with 4 or more instances in the layout
master,Yosys,final
inv_1,4,4
buf_4,2,11
mux4_2,4,4
o31ai_1,4,4
nand2b_1,4,4
ha_1,4,4
nor2_1,12,12
dfxtp_1,9,9
a21oi_1,12,12
mux2i_1,8,8
clkdlybuf4s50_1,0,15
clkbuf_8,0,5
edfxtp_1,28,28
nand2_1,9,9
xnor2_1,6,6
## final cells by class
class | count | share of cell area (%)
clock inverter | 2 | 1.55
clock buffer | 6 | 3.33
tap | 52 | 2.99
sequential | 37 | 46.9
inverter | 5 | 0.862
timing repair buffer | 26 | 10.7
multi-input combinational | 98 | 33.7
## per-layer routing
metal,vias up,track usage [%]
li1,601,-
met1,554,24.5
met2,27,20.4
met3,4,6.05
met4,0,1.78
met5,-,0
Power figures rest on the tool's default switching activity, not on a simulated workload.
